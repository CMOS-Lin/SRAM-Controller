`flow/constraint.sdc`:
```
current_design Priority_num

set clk_period 12.0
set clk_io_pct 0.2

create_clock -name clk0 -period $clk_period

set non_clock_inputs [all_inputs -no_clocks]
set_input_delay [expr $clk_period * $clk_io_pct] -clock clk0 $non_clock_inputs
set_output_delay [expr $clk_period * $clk_io_pct] -clock clk0 [all_outputs]
```
`flow/config.mk`:
```
export PLATFORM = sky130hd
export DESIGN_NAME = Priority_num
export DESIGN_NICKNAME = Priority_num
export VERILOG_FILES = /design/flow/design.v
export SDC_FILE = /design/flow/constraint.sdc
export NUM_CORES = 4
export LEC_CHECK = 1
export CORE_AREA = 10 10 91 91
export DIE_AREA = 0 0 101 101
```
`flow/design.v`:
```
module Priority_num 
(
    input  wire  	   rst,          	 
	input  wire  [3:0] data_weight_1, 	 
	input  wire  [3:0] data_weight_2,
	input  wire  [3:0] data_weight_3,
	input  wire  [3:0] data_weight_4,
	input  wire  [3:0] data_weight_5,
	input  wire  [3:0] data_weight_6,
	input  wire  [3:0] data_weight_7,
	input  wire  [3:0] data_weight_8,
	input  wire  [7:0] empty,
    output reg   [2:0] max      		 
);
reg [3:0] max_value; 
integer i;
reg [3:0] values [7:0];  
wire [7:0]empty_grant;
reg [3:0]decimal_output;
always @(*) begin
    values[0] = data_weight_1;
    values[1] = data_weight_2;
    values[2] = data_weight_3;
    values[3] = data_weight_4;
    values[4] = data_weight_5;
    values[5] = data_weight_6;
    values[6] = data_weight_7;
    values[7] = data_weight_8;
	for (i = 8; i >= 0; i = i - 1) begin  
		if(i==8)begin
		 max_value = values[7];
		 max = (i-1);
		end else begin
			if( (empty[i] != 1) && (values[i] > max_value)) begin 
				max_value = values[i];
				max = i[2:0];  
			end 
        end
    end    
end
endmodule
```
`flow/run.sh`:
```
#!/bin/bash
# OpenROAD 26Q1-2900-gdf79404cd8, Yosys 0.63+post, stock flow scripts
make -C /OpenROAD-flow-scripts/flow DESIGN_CONFIG=/design/flow/config.mk WORK_HOME=/design/flow/orfs finish
```
==> impl_metrics.yaml <==
# physical design summary
status:
  outcome: "complete, but fails checks"
  failed_checks: "setup timing"
timing:
  rsz_0062_raised_after_global_routing: "true"
  fin_ws_ps: -1880
  min_period_over_period: 1.16
  tightest_slew_ps: 355
  setup-tns-final_ps: -5480
  finalHoldViolations: 0
  setup_viol: 3
  final.hold.worst_slack_ps: 5690
  timing.slew.headroom: 0.763
  clock.fmax_mhz: 72.1
  finalCriticalPeriod_ps: 13880
  maxSlewViolCount: 0
pwr:
  clockPowerShare: 0
  p_seq_frac: 0
  leakage_nw: 1.30
  share_comb_of_total_power: 1.000
  net-switching-power_w: 0.000166
  internal-power_w: 0.000214
  vdd_ir_drop_max_mv: 0.107
  power-per-cell-area_nw_per_um2: 125
  switching_share: 0.437
global_route:
  grt_pass1_wl_um: 7850
  global_route.overflow_total: 0
  first_global_vias: 1772
  grt_max_degree: 8
  grt_antenna_before_repair: 0
  globalRouteTotalUtil: 0.0892
routing:
  first_pass_iters: 4
  final_antenna_net_count: 0
  post_drt_wl_per_cell_um: 12.6
  wl_um: 4920
  drt_iter0_markers: 22
  n_antenna_cell: 0
  vias_cell: 4.68
  count_of_unresolved_drc_violations_after_routing: 0
  dr_total_vias: 1820
setup_path:
  critPathCaptureType: "output port"
  critPathCapture: "max[2]"
  setup.worst_path.start_class: "input port"
  critical_path.slowest_cell: "sky130_fd_sc_hd__a221o_1"
  critPathLaunch: "data_weight_8[1]"
  path_common_cell: "sky130_fd_sc_hd__ha_4"
  critical_setup_path_class: "input port to output port"
  cpPeakStageDelay_ps: 370
  required_ps: 9600
  worst-endpoint-arrival_ps: 11480
  worst-path-max-fanout: 6
synthesis:
  syn_inst: 188
  post_synth_instance_area_um2: 1360
  ys_cells: 188
  synth_seq_share: 0
  yosysChipArea_um2: 1360
  yosysWarningCount: 2
  avgSynthCellArea_um2: 7.23
  synthDistinctLibCells: 56
run:
  warning_count: 37
  maxCapViolations: 0
floorplanning:
  top_level_ports: 44
  core_area_um2: 6350
  fp-row-count: 29
  chipHeight_um: 101
  initial_core_util: 0.214
  die_x_um: 101
  dieArea_um2: 10200
final_layout:
  seq_cell_count: 0
  drive_gt1_frac: 0.580
  seqCellArea_um2: 0
  clkbuf_count: 0
  synthToLayoutAreaGrowth_pct: 123
placed_design:
  port-buffer-count: 42
  hpwl_um: 4160
  place_congestion: 0.854
min_path:
  min_path_type: "input port to output port"
  timing.hold.worst.start: "empty[0]"
through the flow:
stage | instances | cell area (um2) | setup slack (ps) | utilization | total power, W
3_3_place_gp | 373 | 2640 | -2840 | 0.416 | 0.000296
5_1_grt | 389 | 3030 | -2390 | 0.478 | 0.000415
3_5_place_dp | 373 | 2640 | -2950 | 0.416 | 0.000299
4_1_cts | 386 | 2850 | -1900 | 0.448 | 0.000341
6_report | 389 | 3030 | -1880 | 0.478 | 0.000380
2_1_floorplan | 188 | 1640 | -1380 | - | 0.000181
area by class of cell:
cell class | count | area (um2)
fill | 559 | 3320
inverter | 26 | 118
multi-input combinational | 160 | 1790
tap | 77 | 96.3
timing repair buffer | 126 | 1030
power by group through the flow:
stage / sequential [W] / combinational (W) / clock (W)
CTS: 0 / 0.000341 / 0
global route: 0 / 0.000415 / 0
finish: 0 / 0.000380 / 0
worst max-delay path: cells and delay by family:
family	cells	cell delay, ps
compound gates	28	5100
fa+ha+maj	7	1570
simple gates	13	1380
buf+inv	8	700
mux	1	320
logic make-up after synthesis:
family          count (synthesis)  share of synthesized area
mux                             6                     0.0488
fa+ha+maj                      25                      0.228
buf+inv                        28                     0.0810
simple gates                   51                      0.192
compound gates                 78                      0.450
worst min-delay path by stage:
stage | slack, ps | cells after the start | endpoint
CTS | 5600 | 5 | max[0]
global route | 5790 | 6 | max[0]
finish | 5690 | 6 | max[0]
synthesized netlist by cell type (5+ instances only):
| cell | count | share of area |
|---|---|---|
| sky130_fd_sc_hd__ha_1 | 24 | 0.22 |
| sky130_fd_sc_hd__nor2_1 | 12 | 0.033 |
| sky130_fd_sc_hd__inv_1 | 26 | 0.072 |
| sky130_fd_sc_hd__nand3_1 | 7 | 0.026 |
| sky130_fd_sc_hd__o21ai_0 | 5 | 0.018 |
| sky130_fd_sc_hd__nand2_1 | 11 | 0.030 |
| sky130_fd_sc_hd__o21a_1 | 5 | 0.028 |
| sky130_fd_sc_hd__mux2_2 | 5 | 0.041 |
| sky130_fd_sc_hd__a21oi_1 | 13 | 0.048 |
| sky130_fd_sc_hd__o21ai_1 | 6 | 0.022 |
| sky130_fd_sc_hd__nor2b_1 | 5 | 0.023 |
metal layers:
layer | vias up | GRT usage | wire, um
met1 | 823 | 0.127 | 2420
met5 | - | 0 | 0
met4 | 0 | 0 | 0
met2 | 21 | 0.150 | 2300
met3 | 0 | 0.0104 | 200
li1 | 976 | - | -
placed cells by master, fill, tap and decap left out, drive strengths merged, types with 2 or more instances in the layout:
cell type and n:
nand2b 3, nor3 3, nand3 7, nand2 11, o31a 3, a21o 3
inv 26, clkdlybuf4s50 30, o21a 5, nor2b 6, o2bb2ai 2, o221ai 3
and2 3, o22ai 3, a31oi 3, mux2 5, nor2 13, a211oi 2
o21ai 11, a21boi 5, a41oi 2, ha 24, a41o 2, a21oi 13
a22oi 3, o31ai 2, a31o 2, o211ai 3, buf 95
what timing repair did:
| item | 4_1_cts | 5_1_grt |
|---|---|---|
| resized | 76 | 30 |
| endpoints found under the setup margin | 3 | 3 |
| hold buffers | 0 | 0 |
| buffers inserted | 13 | 3 |
| hold endpoints to repair | 0 | 0 |
| cloned | 0 | 0 |
| pin swaps | 45 | 23 |
Power and IR drop assume default switching activity.
